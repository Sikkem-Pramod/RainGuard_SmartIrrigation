**./run.sh**
```bash
#!/bin/bash
# OpenROAD 26Q1-2900-gdf79404cd8, Yosys 0.63+post, stock flow scripts
make -C /OpenROAD-flow-scripts/flow DESIGN_CONFIG=/design/flow/config.mk WORK_HOME=/design/flow/orfs finish
```
**./config.mk**
```make
export PLATFORM = sky130hd
export DESIGN_NAME = rain_guard_top
export DESIGN_NICKNAME = rain_guard_top
export VERILOG_FILES = /design/flow/design.v
export SDC_FILE = /design/flow/constraint.sdc
export NUM_CORES = 4
export LEC_CHECK = 1
export CORE_AREA = 10 10 109 109
export DIE_AREA = 0 0 119 119
```
**./constraint.sdc**
```tcl
current_design rain_guard_top

set clk_period 3.3
set clk_io_pct 0.2

create_clock -name clk0 -period $clk_period [get_ports {clk}]

set non_clock_inputs [all_inputs -no_clocks]
set_input_delay [expr $clk_period * $clk_io_pct] -clock clk0 $non_clock_inputs
set_output_delay [expr $clk_period * $clk_io_pct] -clock clk0 [all_outputs]
```
**./design.v**
```verilog
module pwm_servo (
    input clk,
    input reset,
    input angle_sel,         
    output reg pwm_out
);
    parameter PWM_PERIOD = 1_000_000;   
    parameter PULSE_0    = 50_000;      
    parameter PULSE_90   = 100_000;     
    reg [19:0] counter = 0;
    reg [19:0] pulse_width;
    always @(posedge clk or posedge reset) begin
        if (reset) begin
            counter  <= 0;
            pwm_out  <= 0;
        end else begin
            case (angle_sel)
                1'b0: pulse_width <= PULSE_0;
                1'b1: pulse_width <= PULSE_90;
                default: pulse_width <= PULSE_0;
            endcase
            if (counter < pulse_width)
                pwm_out <= 1;
            else
                pwm_out <= 0;
            counter <= counter + 1;
            if (counter == PWM_PERIOD - 1)
                counter <= 0;
        end
    end
endmodule
module rain_guard_fsm (
    input clk,
    input reset,
    input rain_detected,
    input soil_dry,
    output reg angle_sel      
);
    parameter IDLE        = 2'b00,
              CHECK_SOIL  = 2'b01,
              COVER_CROP  = 2'b10,
              LEAVE_OPEN  = 2'b11;
    reg [1:0] current_state, next_state;
    always @(posedge clk or posedge reset) begin
        if (reset)
            current_state <= IDLE;
        else
            current_state <= next_state;
    end
    always @(*) begin
        case (current_state)
            IDLE: begin
                if (!rain_detected)
                    next_state = CHECK_SOIL;
                else
                    next_state = IDLE;
            end
            CHECK_SOIL: begin
                if (rain_detected)
                    next_state = IDLE;
                else if (soil_dry)
                    next_state = LEAVE_OPEN;
                else
                    next_state = COVER_CROP;
            end
            COVER_CROP: begin
                if (rain_detected)
                    next_state = IDLE;
                else
                    next_state = COVER_CROP;
            end
            LEAVE_OPEN: begin
                if (rain_detected)
                    next_state = IDLE;
                else if (!soil_dry)
                    next_state = COVER_CROP;
                else
                    next_state = LEAVE_OPEN;
            end
            default: next_state = IDLE;
        endcase
    end
    always @(posedge clk or posedge reset) begin
        if (reset)
            angle_sel <= 1'b0;
        else begin
            case (next_state)
                IDLE:        angle_sel <= 1'b0;
                COVER_CROP:  angle_sel <= 1'b1;
                LEAVE_OPEN:  angle_sel <= 1'b0;
                CHECK_SOIL:  angle_sel <= angle_sel;   
            endcase
        end
    end
endmodule
module rain_guard_top (
    input clk,
    input reset,
    input rain_in,
    input soil_sensor_digital,
    output servo_pwm_out
);
    wire angle_sel;
    rain_guard_fsm fsm (
        .clk(clk),
        .reset(reset),
        .rain_detected(rain_in),
        .soil_dry(soil_sensor_digital),
        .angle_sel(angle_sel)
    );
    pwm_servo pwm (
        .clk(clk),
        .reset(reset),
        .angle_sel(angle_sel),
        .pwm_out(servo_pwm_out)
    );
endmodule
```
==> ci_impl_report.md <==
### Yosys + OpenROAD results

| Metric | Value |
|---|---|
| CTS tree | `done` |
| Post-detail-place hpwl | `1935 µm` |
| Clock Skews | `7.253 ps` |
| Post-Syn Area | `1481 µm²` |
| Setup TNS | `0 ps` |
| Core Region | `9639 µm²` |
| Most used flip-flop cell | `dfrtp_1` |
| WL/cell | `8.971 µm` |
| Worst setup margin | `1372 ps` |
| Critical Path End Type | `flip-flop` |
| Final Hold Viols | `0` |
| Floorplan core density | `15.37%` |
| Maximum capacitance violations | `0` |
| Placed inst area | `1690 µm²` |
| FMAX | `0.5187 GHz` |
| Resized cells post-CTS | `0` |
| Syn. warnings | `2` |
| Startpoint types | `primary input` |
| Relative slew slack | `67.82%` |
| Remaining DRCs | `0` |
| Vias in the first global route | `1036` |
| Max-slew violation count | `0` |
| Post-Layout Cell Count | `280` |
| Sw power | `0.0001302 W` |
| Post-synth seq share | `48.06%` |
| Async S/R FF share, synth | `92.86%` |
| DRT antenna net count | `0` |
| Switching portion of total power | `19.66%` |
| Post-route cell area | `1762 µm²` |
| Cells after DPL | `276` |
| Reg clk slew, reported paths | `100 ps` |
| Clock sink count | `28` |
| Storage element area | `711.9 µm²` |
| I/O Buffers | `4` |
| CP required | `3500 ps` |
| Met3 usage | `0.1918%` |
| # diodes | `0` |
| H-tree depth | `1` |
| Int Power | `0.0005322 W` |
| Worst Hold Launch | `fsm.angle_sel` |
| Worst EP arrival | `2130 ps` |
| RSZ-0062 raised after global routing | `false` |
| Largest net degree at the start of global routing | `18` |
| Peak VDD IR | `0.2035 mV` |
| Final wirelength | `2512 µm` |
| Dpl ws | `1064 ps` |
| DR vias/cell | `3.600` |
| Comb area | `742.0 µm²` |
| Via count | `1008` |
| Skew-Pair Late Insertion Delay | `270 ps` |
| # IOs | `5` |
| Avg Cell Area, Syn | `10.66 µm²` |
| LEAKAGE | `0.7388 nW` |
| Clk network pwr share | `40.5%` |
| Synthesis area per yosys | `1481 µm²` |
| Synth Register Bits | `28` |
| Layout cells sized above 1 | `10.20%` |
| CTS Hold Bufs | `0` |
| Postcts setup bufs | `0` |
| Crit Path Class | `in -> reg` |
| Gr usage total | `3.682%` |
| Fin crit period | `1928 ps` |
| First-pass GRT wire length | `4671 µm` |
| Worst-path maximum fanout | `5` |
| Area delta synth->final | `18.92%` |
| Crit path from | `rain_in` |
| Die Ht | `119 µm` |
| Count of cell types in the netlist | `35` |
| Gpl congestion | `0.7730` |
| Least-Margin Pin Slew | `480.1 ps` |
| Yosys cell count | `139` |
| FILL cells | `1074` |
| Status | `completed` |
| Die area | `14160 µm²` |
| Met1 GRT Util | `5.034%` |
| CTS root buffer | `clkbuf_8` |
| Initial antenna violation count | `0` |
| Final period util | `58.42%` |
| Setup-failing EPs final | `0` |
| PD cells | `376.0 nW/µm²` |
| R2r startpoint | `pwm.counter[0]` |
| Sequential share of power | `54.2%` |
| Synthesized instance count | `139` |
| Die X | `119 µm` |
| Met2 Resource Use GR | `6.224%` |
| Busiest grt layer | `met2` |
| First drt pass iteration count | `4` |
| Number of enable flip-flop cells | `2` |
| Worst hold path class | `reg -> reg` |
| CTS Buffer Depth | `2` |
| Tool warning count | `25` |
| CTS Buf Count | `3` |
| Gate power share | `5.3%` |
| Total congestion overflow | `0` |
| DR iter-0 viols | `26` |
| Cell row count | `36` |
-- power by group through the flow --
stage | sequential, W | clock [W] | combinational (W)
finish | 0.000359 | 0.000268 | 0.0000349
CTS | 0.000360 | 0.000275 | 0.0000364
global route | 0.000361 | 0.000288 | 0.0000425
-- sequential cells by signal, indices dropped and copies added (netlist names) --
register,flops
fsm.current_state,4
pwm.pwm_out,1
pwm.pulse_width,2
fsm.angle_sel,1
pwm.counter,20
-- placed cells by master, fill, tap and decap left out, drive strengths merged --
master / synthesis / final
o21ai: 3 / 3
and4b: 2 / 2
and2: 1 / 1
a2111oi: 1 / 1
inv: 6 / 6
nand4: 6 / 6
or4: 1 / 1
a211oi: 1 / 1
nand3: 8 / 8
a21o: 1 / 1
xnor2: 10 / 10
nor3: 6 / 6
dfrtp: 25 / 25
dfstp: 1 / 1
nor2b: 2 / 2
nand2b: 3 / 3
buf: 1 / 1
mux2i: 2 / 2
a21oi: 3 / 3
o22a: 1 / 1
nand2: 9 / 9
a31oi: 1 / 1
clkbuf: 0 / 3
and3: 5 / 5
ha: 9 / 9
or2: 2 / 2
nor4: 5 / 5
xor2: 4 / 4
bufinv: 0 / 1
nor2: 18 / 18
clkdlybuf4s50: 0 / 4
edfxtp: 2 / 2
-- synth_stat cells (all sizes together), types with 4 or more instances --
cell   number  area (µm²)
and3        5       31.28
dfrtp      25       625.6
ha          9       112.6
inv         6       22.52
nand2       9       33.78
nand3       8       40.04
nand4       6       52.55
nor2       18       70.07
nor3        6       45.04
nor4        5       61.31
xnor2      10       87.58
xor2        4       35.03
-- cell type report --
type                            instances  share of cell area [%]
Clock buffer                            3                   2.344
Sequential cell                        28                   40.41
Inverter                                6                   1.278
Multi-Input combinational cell        104                   42.12
Clock inverter                          1                   1.705
Tap cell                              133                   9.446
Timing Repair Buffer                    5                   2.699
-- cell families after synthesis --
logic type | share of synthesized area, %
multiplexers | 1.351
AND-OR/OR-AND | 5.067
buffers and inverters | 1.858
adder cells (fa/ha/maj) | 7.601
flip-flops | 48.06
XOR/XNOR | 8.277
AND/OR/NAND/NOR | 27.79
-- critical path, cell delays in order --
cell             delay (ps)
clkdlybuf4s50_1         540
nand2b_1                150
nor2_1                   60
or2_2                   280
ha_1                    280
o21ai_0                 160
-- metrics by stage --
| step | total power [W] | hold slack [ps] | util, % |
|---|---|---|---|
| final | 0.0006625 | 491.4 | 18.28 |
| after global routing | 0.0006916 | 511.8 | 18.28 |
| after CTS | 0.0006713 | 495.5 | 18.28 |
| after detailed placement | 0.0004028 | 474.6 | 17.54 |
| after global placement | 0.0004017 | 471.3 | 17.54 |
| after floorplan | 0.0003892 | 446.4 | - |
-- routing by layer --
| layer | up-vias | part of all wire (%) |
|---|---|---|
| li1 | 509 | - |
| met1 | 492 | 51 |
| met2 | 5 | 46 |
| met3 | 2 | 0.36 |
| met4 | 0 | 2.8 |
| met5 | - | 0 |
-- final timing paths --
| kind | end | slack (ps) | cells past startpoint |
|---|---|---|---|
| worst max-delay path | fsm.angle_sel | 1370 | 6 |
| worst min-delay path | pwm.pulse_width[10] | 490 | 0 |
| max in group asynchronous | fsm.current_state[0] | 1980 | 3 |
| min in group asynchronous | pwm.counter[4] | 680 | 2 |
| worst max register to register | pwm.counter[18] | 1530 | 5 |
| worst min register to register | pwm.pulse_width[10] | 490 | 0 |
Power is estimated from default activity; no workload was simulated.
